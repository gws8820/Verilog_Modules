[design.v]
module a_m(W,X,Y,Z,Out);
input W,X,Y,Z;
output Out;
wire w1,w2,w3,w4;
and_m m1(X,Z,w1);
nor_m m2(X,Z,w2);
or_m m3(W,Y,w3); or_m m4(w1,w2,w4);
or_m m5(w3,w4,Out);
endmodule
module and_m(A,B,Y);
input A,B;
output Y;
wire w1;
nand_m m1(A,B,w1);
nand_m m2(w1,w1,Y);
endmodule
module b_m(W,X,Y,Z,Out);
input W,X,Y,Z;
output Out;
wire w1,w2,w3,w4;
not_m m1(X,w1);
and_m m2(Y,Z,w2);
nor_m m3(Y,Z,w3);
or_m m4(w1,w2,w4);
or_m m5(w4,w3,Out);
endmodule
module c_m(W,X,Y,Z,Out);
input W,X,Y,Z;
output Out;
wire w1;
not_m m1(Y,w1);
or_m m2(X,w1,w2);
or_m m3(w2,Z,Out);
endmodule
module d_m(W,X,Y,Z,Out);
input W,X,Y,Z;
output Out;
wire w1,w2,w3,w4,w5,w6,w7,w8,w9,w10,w11;
not_m m1(X,w1);
not_m m2(Y,w2);
not_m m3(Z,w3);
and_m m4(w1,Y,w4);
nor_m m5(X,Z,w5);
and_m m6(Y,w3,w6);
and_m m7(X,w2,w7); and_m m8(w7,Z,w8);
or_m m9(W,w4,w9); or_m m10(w5,w6,w10); or_m m11(w9,w10,w11);
or_m m12(w11,w8,Out);
endmodule
module decoder(W,X,Y,Z,a,b,c,d,e,f,g);
input W,X,Y,Z;
output a,b,c,d,e,f,g;
a_m m1(W,X,Y,Z,a);
b_m m2(W,X,Y,Z,b);
c_m m3(W,X,Y,Z,c);
d_m m4(W,X,Y,Z,d);
e_m m5(W,X,Y,Z,e);
f_m m6(W,X,Y,Z,f);
g_m m7(W,X,Y,Z,g);
endmodule
module e_m(W,X,Y,Z,Out);
input W,X,Y,Z;
output Out;
wire w1,w2,w3;
not_m m1(Z,w1);
nor_m m2(X,Z,w2);
and_m m3(Y,w1,w3);
or_m m4(w2,w3,Out);
endmodule
module f_m(W,X,Y,Z,Out);
input W,X,Y,Z;
output Out;
wire w1,w2;
nor_m m3(Y,Z,w1);
or_m m4(W,X,w2);
or_m m5(w2,w1,Out);
endmodule
module g_m(W,X,Y,Z,Out);
input W,X,Y,Z;
output Out;
wire w1,w2,w3,w4,w5,w6,w7,w8;
not_m m1(X,w1);
not_m m2(Y,w2);
not_m m3(Z,w3);
and_m m4(X,w2,w4);
and_m m5(w1,Y,w5);
and_m m6(X,w3,w6);
or_m m7(W,w4,w7); or_m m8(w5,w6,w8);
or_m m9(w7,w8,Out);
endmodule
module nand_m(A,B,Y);
input A,B;
output Y;
assign Y=~(A&B);
endmodule
module nor_m(A,B,Y);
input A,B;
output Y;
wire w1, w2, w3;
nand_m m1(A,A,w1);
nand_m m2(B,B,w2);
nand_m m3(w1,w2,w3);
nand_m m4(w3,w3,Y);
endmodule
module not_m(A,Y);
input A;
output Y;
nand_m m1(A,A,Y);
endmodule
module or_m(A,B,Y);
input A,B;
output Y;
wire w1;
nand_m m1(A,A,w1);
nand_m m2(B,B,w2);
nand_m m3(w1,w2,Y);
endmodule
[run.sh]
#!/bin/bash
# OpenROAD 26Q1-2900-gdf79404cd8, Yosys 0.63+post, stock flow scripts
make -C /OpenROAD-flow-scripts/flow DESIGN_CONFIG=/design/flow/config.mk WORK_HOME=/design/flow/orfs finish
[config.mk]
export PLATFORM = sky130hd
export DESIGN_NAME = decoder
export DESIGN_NICKNAME = decoder
export VERILOG_FILES = /design/flow/design.v
export SDC_FILE = /design/flow/constraint.sdc
export NUM_CORES = 4
export LEC_CHECK = 1
export CORE_AREA = 10 10 70 70
export DIE_AREA = 0 0 80 80
[constraint.sdc]
current_design decoder

set clk_period 1.0
set clk_io_pct 0.2

create_clock -name clk0 -period $clk_period

set non_clock_inputs [all_inputs -no_clocks]
set_input_delay [expr $clk_period * $clk_io_pct] -clock clk0 $non_clock_inputs
set_output_delay [expr $clk_period * $clk_io_pct] -clock clk0 [all_outputs]
==> results.txt <==
flow finished, numbers: status=complete, but fails checks, failing checks=setup timing, Fmax=between 900 and 1000 MHz, internal power=around 72 uW, post-DP HPWL=408 um, number of routed nets with antenna violations=0, Hold Worst Slack=around 700 ps, max_cap viols=0, M2 GR Usage=0.0241, DR vias=about 180, worst vdd ir=about 0.039 mV, initial antenna violation count=0, Total GRT Usage=0.0145, core area=0.00342 mm2, I/O Buffers=11, largest net degree at the start of global routing=8, M3 GR Usage=0.00455, initial drt markers=2, crit-path max FO=5, Worst Path Arrival=810 ps, proportion of layout cells with a drive suffix above 1=0.727, post-route cell area=around 350 um2, final hold viol count=0, Comb pwr share=1.000, critical path class=in -> out, Sw Ratio=0.391, yosys xor share=0.0753, Seq. cell area=0 um2, crit start category=input pin, # Cells Yosys=18, Vert. Die Dim=about 80 um, worst path cell trace=buf_8, buf_6, and3_4, o21ai_2, buf_2, met1 Usage GRT=0.0191, Syn Std Cell Area=~120 um2, clock share of power=0, DRC errors left=0, max_slew headroom=0.870, comb. cell area=134 um2, Initial Utilization=0.0341, fin. max-slew vios=0, Tmin final=~1000 ps, Placer Congestion=approximately 0.7, vias in the first global route=163, WL/cell=around 6.5 um, post-synthesis cell count=18, Slowest-stage cell, CP=and3_4, Worst-Margin Slew=195 ps, Pleak=about 0.00013 uW, number of setup violations in the final report=1, Simple-Gate Area Share=0.333, Die X=roughly 80 um, Avg Inst Size Synth=~6.5 um2, Crit. End Element=output pin, fillers=between 400 and 500, Crit path largest cell delay=180 ps, Final Cycle Share=1.01, Area Growth Syn to Fin=200%, vias per cell=about 2.2, final-layout clock buffer total=0, pwr/cell area=approximately 340 mW/mm2, mux share=0, sequential share of the synthesized area=0, hold crit path type=in -> out, pre-CTS setup slack=-776 ps, Rows=21, Die Footprint=between 0.006 and 0.007 mm2, Pre-antenna DRT Iters=4, P_sw=46.4 uW, first-pass GRT wire length=just under 800 um, Log Warnings=34, Synth Area in Adders=0.108, Area after DPL=around 300 um2, final worst slack=-9.85 ps, Unique cell types=14, Main logic family=simple AND/OR/NAND/NOR gates, AO/OA Area Share=0.323, Congestion Overflow GR=0, CP endpoint=d, Yosys chip area=116 um2, crit path DRT=800 ps, number of placed I/O pins=11, seq_cells=0, yosys warns=2, Sequential Power Share=0, RSZ-0062 raised after global routing=yes, global route hottest layer=met2, CP Launch Point=X, diodes inserted=0, Routed WL=~510 um
[stage by stage]
stage | setup TNS, ps | util | total power, uW | std cells
finish | -9.85 | 0.102 | 119 | 79
global route | -60.3 | 0.102 | 133 | 79
CTS | -50.1 | 0.100 | 112 | 79
detailed placement | -5050 | 0.0886 | 99.5 | 78
global placement | -4950 | 0.0886 | 98.7 | 78
floorplan | 0 | - | 32.7 | 18
[how the worst min path moves through the flow]
stage	startpoint	endpoint	slack, ps	cells after the start
6_report	Y	a	700	4
4_1_cts	W	d	690	4
5_1_grt	Y	b	730	4
[placed cells by master, fill, tap and decap left out, drive strengths merged, types with 2 or more instances in the layout]
cell type / n
buf: 11
nor2: 4
clkbuf: 3
inv: 2
o21ai: 2
nand2: 2
[metal layers]
metal / part of all wire / up-vias
met4: 0 / 0
met5: 0 / -
met2: 0.38 / 9
met1: 0.51 / 76
li1: - / 91
met3: 0.11 / 0
[power groups by stage]
stage	sequential (uW)	clock [uW]	combinational, uW
CTS	0	0	112
global route	0	0	133
finish	0	0	119
[cells by family (layout without fill, tap and decap cells)]
kind of cell	count (synthesis)	after routing
simple gates	8	8
compound gates	5	5
xor+xnor	1	1
fa+ha+maj	1	1
buf+inv	3	18
[worst max-delay path: cells and delay by family]
kind	cells	cell delay, ps
buffers and inverters	3	330
AND/OR/NAND/NOR	1	180
AND-OR/OR-AND	1	110
[cells in the mapped netlist (all sizes together)]
cell / number / area (um2)
nand2: 2 / 7.51
a21o: 1 / 7.51
nor2: 4 / 15.0
o21bai: 1 / 11.3
nand3: 1 / 5.00
ha: 1 / 12.5
and3: 1 / 11.3
inv: 2 / 7.50
a21oi: 1 / 5.00
xor2: 1 / 8.76
buf: 1 / 11.3
o21ai: 2 / 13.8
[repair_timing]
item | 4_1_cts | 5_1_grt
buffers inserted | 1 | 0
hold buffers | 0 | 0
resized | 48 | 9
endpoints found under the setup margin | 7 | 6
pin swaps | 5 | 5
gates cloned | 0 | 0
[layout make-up]
| class | count | share of cell area |
|---|---|---|
| Tap cell | 46 | 0.165 |
| Timing Repair Buffer | 16 | 0.409 |
| Multi-Input combinational cell | 15 | 0.384 |
| Inverter | 2 | 0.0430 |
No activity file was given, so power comes from the tool's default toggle rates.
