## design/flow/run.sh

```bash
#!/bin/bash
# OpenROAD 26Q1-2900-gdf79404cd8, Yosys 0.63+post, stock flow scripts
make -C /OpenROAD-flow-scripts/flow DESIGN_CONFIG=/design/flow/config.mk WORK_HOME=/design/flow/orfs finish
```

## design/flow/constraint.sdc

```tcl
current_design riscv_seq_multiplier

set clk_period 10.3
set clk_io_pct 0.2

create_clock -name clk0 -period $clk_period [get_ports {clk_i}]

set non_clock_inputs [all_inputs -no_clocks]
set_input_delay [expr $clk_period * $clk_io_pct] -clock clk0 $non_clock_inputs
set_output_delay [expr $clk_period * $clk_io_pct] -clock clk0 [all_outputs]
```

## design/flow/design.v

```verilog
module riscv_seq_multiplier(
	input clk_i, 
	input rstn_i,  
	input [3:0] id_alu_op_r, 
	input id_a_signed_r,
	input id_b_signed_r,
	input [31:0] id_ra_value_r,
	input [31:0] id_rb_value_r,
	output reg [63:0] mul_res_r,
	output ex_stall_mul_w
);
wire mul_request_w;
reg mul_busy_r, mul_ready_r;
reg [4:0] mul_count_r;
reg [63:0] mul_sum_w;
assign mul_request_w = (id_alu_op_r == 4'd10);
assign ex_stall_mul_w = mul_busy_r;
always @ (posedge clk_i or negedge rstn_i) begin
    if (!rstn_i) begin
        mul_busy_r <= 1'b0;
        mul_ready_r <= 1'b0;
        mul_count_r <= 5'b0;
        mul_res_r <= 64'b0;
    end else begin
        if (mul_busy_r) begin
            mul_sum_w = { 1'b0, mul_res_r[63:32] } + (mul_res_r[0] ? id_rb_value_r : 32'b0);
            mul_res_r <= { mul_sum_w, mul_res_r[31:1] };
            mul_count_r <= mul_count_r - 1;
            if (mul_count_r == 5'd0) begin
                mul_busy_r <= 1'b0;
                mul_ready_r <= 1'b1;
            end
        end else if (mul_ready_r) begin
            mul_ready_r <= 1'b0;
        end else if (mul_request_w) begin
            mul_count_r <= 5'd31;
            mul_busy_r <= 1'b1;
            mul_res_r <= { 32'b0, id_ra_value_r };
        end
    end
end
endmodule
```

## design/flow/config.mk

```make
export PLATFORM = sky130hd
export DESIGN_NAME = riscv_seq_multiplier
export DESIGN_NICKNAME = riscv_seq_multiplier
export VERILOG_FILES = /design/flow/design.v
export SDC_FILE = /design/flow/constraint.sdc
export NUM_CORES = 4
export LEC_CHECK = 1
export CORE_UTILIZATION = 40
```

==> results.json <==
{
  "crit_arrival_ns": 4.72,
  "rows": 40,
  "wl_per_cell_um": 15.18,
  "gp_congestion": 0.9263,
  "synthCells": 587,
  "core_area_sq_mm": 0.01211,
  "ys_sh_simple_pct": 18.43,
  "via_count": 4626,
  "grt_pass1_vias": 4507,
  "r2r_start": "mul_res_r[0]",
  "crit_required_ns": 10.54,
  "grt_max_degree": 91,
  "status": "finished, final reports clean",
  "numCtsBuffers": 9,
  "htree_levels": 3,
  "tightest_slew_ns": 0.7967,
  "ff_type": "dfrtp_1",
  "drc": 0,
  "io_pins": 137,
  "postCtsSetupBuffers": 0,
  "yosys_warnings": 1,
  "clk_path_buf_depth": 2,
  "fin_ws_ns": 5.825,
  "report.final.slew_viol_count": 0,
  "crit_fanout": 3,
  "ys.flops": 71,
  "max_stage_delay_ns": 0.45,
  "dr.pass1.iters": 4,
  "endpoint_kind": "flip-flop",
  "r2r_setup_slack_ns": 7.30,
  "critical_path.startpoint": "id_rb_value_r[0]",
  "synth_adder_area_share_pct": 8.916,
  "fmax_mhz": 223.4,
  "ys_sh_aoi_pct": 22.34,
  "post_cts_resized": 0,
  "ant_nets": 0,
  "ys_area_sq_mm": 0.004996,
  "finalSetupViolCount": 0,
  "fin_hold_ws_ns": 0.5007,
  "skew_ns": 0.003689,
  "hold_viol": 0,
  "ir_worst_vdd_v": 0.00009623,
  "stdcell_count": 876,
  "post-route-util_pct": 55.55,
  "cp_cell_sequence": "clkdlybuf4s50_1 > and2_1 > ha_1 > inv_1 > fa_1 > nand2b_1 > a21oi_1 > o211a_1 > o211ai_1 > a31oi_1 > nor3_1 > o31ai_2",
  "vias_per_cell": 5.281,
  "min_from": "mul_count_r[0]",
  "synthTopLogicFamily": "AND-OR/OR-AND gates",
  "clock_sinks": 71,
  "totalWireLength_um": 13300,
  "die_h_um": 113.8,
  "fin_setup_tns_ns": 0,
  "async_flop_share_pct": 100.0,
  "p_per_area_mw_per_mm2": 257.4,
  "areaGrowthSynthToFinish_pct": 34.66,
  "yosys-stat-cells": 587,
  "maxCapViolations": 0,
  "ff2ff_path_depth": 12,
  "power_mw": 1.732,
  "layout-drive-gt1-share_pct": 4.661,
  "stdcell_area_sq_mm": 0.006728,
  "track_usage_pct": 21.83,
  "p_leak_nw": 3.076,
  "path_class": "in2reg",
  "n_antenna_cell": 0,
  "whs_endpoint": "mul_count_r[0]",
  "clk_pin_slew_worst_paths_ns": 0.06,
  "antenna_found_initial": 0,
  "dp_cells": 860,
  "pre_cts_ws_ns": 5.526,
  "hold_class": "reg2reg",
  "synthDistinctLibCells": 56,
  "start_kind": "input pin",
  "syn_area_sq_mm": 0.004996,
  "cts_tree": "yes",
  "chipArea_sq_mm": 0.01294,
  "mux_share_pct": 6.612,
  "drtIter0Drc": 242,
  "hpwl_um": 9490,
  "relSlewSlack_pct": 46.89,
  "cts_hold_buf": 0,
  "slowest_stage": "clkdlybuf4s50_1",
  "worstSkewPairLatency_ns": 0.33,
  "fin_crit_ns": 4.475,
  "port_buffers": 134,
  "whs_path_depth": 1,
  "grt_first_pass_wirelength_um": 22260,
  "grt_overflow": 0,
  "xor_share_pct": 4.558,
  "rsz0062_at_grt": "no",
  "fp.dieW_um": 113.8,
  "period_used_pct": 43.45,
  "cts_root_buf": "clkbuf_16",
  "placed_area_sq_mm": 0.006454,
  "reg2reg_to": "mul_res_r[59]",
  "avgSynthCellArea_sq_um": 8.511,
  "warning_count": 28,
  "yosys.stat.seqShare_pct": 35.56,
  "fp_util_pct": 41.25,
  "edf_count": 0
}
## flip-flops by register name, indices dropped and copies added (netlist names)
register     count
mul_count_r      5
mul_res_r       64
mul_ready_r      1
mul_busy_r       1
## Yosys cell counts (2+ instances only)
master,number,area (sq um)
a22o_1,2,17.52
a31oi_1,8,50.05
nand2_1,91,341.6
xnor2_1,17,148.9
nor4b_1,2,17.52
a211o_1,2,17.52
xor2_1,9,78.83
o21bai_1,2,15.01
nor2_1,21,78.83
and2_1,37,231.5
a21o_1,16,120.1
o31ai_1,3,22.52
and3_1,2,12.51
o22ai_1,2,12.51
o21a_1,7,52.55
nand3_1,14,70.07
nand4_1,6,37.54
dfrtp_1,71,1777
a21oi_1,41,205.2
nor3_1,8,40.04
mux2i_1,33,330.3
buf_1,4,15.01
buf_2,5,25.02
or3_1,2,12.51
nand2b_1,3,18.77
o21ai_0,73,365.4
clkbuf_1,26,97.59
o2111ai_1,3,26.28
inv_1,11,41.29
ha_1,34,425.4
o211ai_1,7,52.55
## cell families (layout without fill, tap and decap cells)
| group | Yosys count | count (layout) |
|---|---|---|
| mux | 33 | 33 |
| fa+ha+maj | 35 | 35 |
| simple gates | 193 | 193 |
| flops | 71 | 71 |
| buf+inv | 46 | 167 |
| xor+xnor | 26 | 26 |
| compound gates | 183 | 183 |
## worst max-delay path: cells and delay by family
family | cells | cell delay [ns]
buffers and inverters | 2 | 0.51
adder cells (fa/ha/maj) | 2 | 0.57
AND-OR/OR-AND | 5 | 1.16
AND/OR/NAND/NOR | 3 | 0.42
## layout by cell type, fill, tap and decap left out, types with 3 or more instances in the layout
cell type | synthesis | final
clkbuf_16 | 0 | 9
nor3_1 | 8 | 8
dfrtp_1 | 71 | 70
a31oi_1 | 8 | 8
o21ai_0 | 73 | 73
o2111ai_1 | 3 | 3
buf_4 | 0 | 6
a21oi_1 | 41 | 41
nand3_1 | 14 | 14
inv_1 | 11 | 11
and2_1 | 37 | 37
xor2_1 | 9 | 9
clkdlybuf4s50_1 | 0 | 133
a21o_1 | 16 | 16
mux2i_1 | 33 | 33
nand2b_1 | 3 | 3
clkinvlp_4 | 0 | 3
xnor2_1 | 17 | 17
o31ai_1 | 3 | 3
ha_1 | 34 | 34
nand4_1 | 6 | 6
nor2_1 | 21 | 21
nand2_1 | 91 | 90
o211ai_1 | 7 | 7
o21a_1 | 7 | 7
## routing by layer
layer | share of wire (%) | vias up | global-route usage, %
met2 | 43 | 108 | 32.76
met4 | 0.90 | 0 | 2.193
met3 | 4.4 | 8 | 2.815
li1 | - | 2332 | -
met5 | 0 | - | 0
met1 | 52 | 2178 | 35.65
## power by group
part	total, mW	internal (mW)	switching (mW)	leakage, nW
registers	0.505	0.405	0.0995	0.901
logic	0.935	0.477	0.458	2.05
clock network	0.292	0.164	0.127	0.126
## how the worst max path moves through the flow
stage / slack (ns) / to
4_1_cts: 5.85 / mul_res_r[59]
5_1_grt: 5.66 / mul_res_r[59]
6_report: 5.82 / mul_res_r[59]
## cell type report
class                   count  area, sq um
multi-input cells         470         3043
inverters                  11        41.29
fillers                  1128         5384
clock inverters             6        45.04
clock buffers              10        229.0
well taps                 168        210.2
repair buffers            140         1381
flip-flops and latches     71         1778
Power is estimated from default activity; no workload was simulated.
